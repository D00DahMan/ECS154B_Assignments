`flow/config.mk`:
```
export PLATFORM = sky130hd
export DESIGN_NAME = muxNto1
export DESIGN_NICKNAME = muxNto1
export VERILOG_FILES = /design/flow/design.v
export SDC_FILE = /design/flow/constraint.sdc
export NUM_CORES = 4
export LEC_CHECK = 1
export CORE_AREA = 10 10 93 93
export DIE_AREA = 0 0 103 103
```
`flow/constraint.sdc`:
```
current_design muxNto1

set clk_period 1.9
set clk_io_pct 0.2

create_clock -name clk0 -period $clk_period

set non_clock_inputs [all_inputs -no_clocks]
set_input_delay [expr $clk_period * $clk_io_pct] -clock clk0 $non_clock_inputs
set_output_delay [expr $clk_period * $clk_io_pct] -clock clk0 [all_outputs]
```
`flow/design.v`:
```
module muxNto1 #(
    parameter int N = 8,
    parameter int WIDTH = 16 
) ( 
    input logic [N-1:0][WIDTH-1:0] in_bus,
    input logic [$clog2(N)-1:0] sel,
    output logic [WIDTH-1:0] out
);
always_comb begin
    out = '0;
    out = in_bus[sel];
end
endmodule
```
`flow/run.sh`:
```
#!/bin/bash
# OpenROAD 26Q1-2900-gdf79404cd8, Yosys 0.63+post, stock flow scripts
make -C /OpenROAD-flow-scripts/flow DESIGN_CONFIG=/design/flow/config.mk WORK_HOME=/design/flow/orfs finish
```
==> impl_metrics.toml <==
# yosys + openroad results
[outcome]
outcome = "finished, violations left"
violations = "negative setup slack"

[final_layout]
nClkBuffers = 0
ff_count = 0
seqCellArea_sq_um = 0
mostFrequentLayoutCell = "dlygate4sd2_1"
utilization = 0.3850
stdcell_count = 286
layout_top_cells = "dlygate4sd2_1, mux4_2, buf_6, mux2_4, buf_12"
fill_cells = 714
syn2layout_area_growth_pct = 142.9
layout-drive-gt1-share = 0.3707
comb_area_sq_um = 960.9

[critical_path]
slowest_delay_ps = 510
worstPathRequired_ps = 1520
crit_chain = "buf_12 -> buf_12 -> mux4_2 -> mux2_4 -> buf_6"
worst_path_most_repeated_cell = "buf_12"
cp-start-kind = "primary input"
critPathTopFamily = "multiplexers"
cp_slowest_cell = "mux4_2"
worst-path-buf-inv = 3
cp.arrival_ps = 1550
worstSetupPathType = "primary input to output pin"
cp-end-kind = "output pin"
path_max_fanout = 8

[synth]
topCellsByArea = "mux4_1, mux2_2, mux4_2, buf_6, buf_1"
yosys_warnings = 1
netlist.area_leader.share = 0.6869
netlist_area_sq_um = 1071
ys_types = 7
yosysChipArea_sq_um = 1071
synth_cells = 57
synth_seq_share = 0
ys_cells = 57
synth.avg_cell_area_sq_um = 18.79
top_area_cell = "mux4_1"

[routing]
wl_per_cell_microns = 22.26
avgViaCountPerCell = 4.423
routed_wl_microns = 6366
vias = 1265
detail-route-antenna-nets = 0
drt_iter0_drc = 37
drc = 0
dr.pass1.iters = 4

[sta]
fmax_mhz = 518.9
finalHoldViolCount = 0
fin_crit_sh = 1.014
rsz0062_at_grt = "true"
setup_viol = 12
finalSetupTns_ps = -192.2
fin_ws_ps = -27.03
slew_headroom = 0.8820
slew_viol_final = 0
min_period_ps = 1927
tightest_slew_ps = 177.0

[global_routing]
grt_pass1_wl_microns = 9390
grt_pass1_vias = 1542
grt_max_degree = 13
antenna_found_initial = 1
overflow = 0
grt_usage = 0.1182

[clock_network]
cts_setup_buffers = 0
postCtsHoldBufs = 0

[worst_hold_path]
holdCritStartpoint = "sel[1]"
hp-class = "primary input to output pin"
whs_endpoint = "out[15]"
min_delay_path_depth = 4

[run]
maxCapViolCount = 0
tool_warnings = 34

[power]
switching_power_uw = 147.3
p_int_uw = 420.6
combinationalPowerShare = 1.000
leakage_uw = 0.001227
cellPowerDensity_nw_per_um2 = 218.3
p_sw_frac = 0.2594
pwr-share-clk = 0
total_power_uw = 567.9
peakVddDrop_mv = 0.1259
p_seq_frac = 0

[die]
ios = 147
die_w_microns = 103
fp_util = 0.1585
chipArea_sq_um = 10610
core_sq_um = 6756
rows = 30
die_y_microns = 103

[placed_design]
dp.cells = 282
port_buffers = 147
gp_congestion = 0.8119
-- through the flow --
| step | instance area (sq um) | hold slack (ps) | worst slack [ps] |
|---|---|---|---|
| after detailed placement | 2675 | 1896 | -633.7 |
| final | 2601 | 1334 | -27.03 |
| after CTS | 2565 | 1380 | -44.51 |
| after global routing | 2601 | 1365 | -61.32 |
| after floorplan | 1071 | 983.6 | 121.5 |
| after global placement | 2675 | 1892 | -624.1 |
-- synthesized netlist by cell type, drive strengths merged --
library cell / number
mux4: 32
clkbuf: 3
buf: 6
mux2: 16
-- metal layers --
layer	GRT usage	wire length (microns)	share of wire
met5	0	0	0
met4	0	0	0
met3	0.04333	735	0.12
met2	0.1980	3282	0.52
met1	0.1531	2348	0.37
-- what timing repair did --
| item | CTS | global route |
|---|---|---|
| gates cloned | 3 | 0 |
| resized | 250 | 6 |
| endpoints found under the hold margin | 0 | 0 |
| pin swaps | 0 | 0 |
| setup endpoints to repair | 16 | 16 |
-- power by group through the flow --
stage	clock (uW)	sequential, uW	combinational, uW
4_1_cts	0	0	561
5_1_grt	0.0000703	0	611
6_report	0.0000703	0	568
-- how the worst max path moves through the flow --
| stage | cells past startpoint | endpoint | startpoint | slack, ps |
|---|---|---|---|---|
| after CTS | 5 | out[13] | sel[0] | -40 |
| after global routing | 5 | out[15] | sel[0] | -60 |
| final | 5 | out[15] | sel[0] | -30 |
-- kinds of logic after synthesis --
group,Yosys count,share of synthesized area
buffers and inverters,9,0.06075
multiplexers,48,0.9393
-- layout make-up --
cell class,instances,area share
repair buffers,157,0.5911
multi-input cells,48,0.3694
diodes,1,0.0009620
well taps,80,0.03848
No activity file was given, so power comes from the tool's default toggle rates.
